==> design/flow/run.sh <==
#!/bin/bash
# OpenROAD 26Q1-2900-gdf79404cd8, Yosys 0.63+post, stock flow scripts
make -C /OpenROAD-flow-scripts/flow DESIGN_CONFIG=/design/flow/config.mk WORK_HOME=/design/flow/orfs finish
==> design/flow/constraint.sdc <==
current_design MicFreq

set clk_period 4.3
set clk_io_pct 0.2

create_clock -name clk0 -period $clk_period [get_ports {clk}]
create_clock -name clk1 -period $clk_period [get_ports {signal}]

set non_clock_inputs [all_inputs -no_clocks]
set_input_delay [expr $clk_period * $clk_io_pct] -clock clk0 $non_clock_inputs
set_output_delay [expr $clk_period * $clk_io_pct] -clock clk0 [all_outputs]
==> design/flow/design.v <==
`timescale 1ns / 1ps
module MicFreq #(
    parameter
    WAVE_FREQ  = 10,
    PULSE_FREQ = 1000,
    SYS_FREQ   = 100000) (
    input clk,
    input reset,
    input signal,
    output [15:0] micFrequency);
    localparam WAVE_WINDOW        = 100000000;
    localparam SMALL_WAVE_WINDOW  = WAVE_WINDOW/100;
    localparam WAVE_HALF          = WAVE_WINDOW >> 1;
    localparam WAVE_COUNTER_BITS  = $clog2(WAVE_WINDOW) + 1;
    reg [15:0] micFrequency = 15'd1234;
    reg[WAVE_COUNTER_BITS-1:0] pulseCounter = 0;
    reg[WAVE_COUNTER_BITS-1:0] sigOn = 0;
    reg boolWire = 1;
    always @(posedge clk or posedge reset) begin
        if(reset) begin
            pulseCounter <= 0;
            boolWire <= 0;
        end else begin
            if(pulseCounter < WAVE_WINDOW-1) begin
                pulseCounter <= pulseCounter + 1;
                boolWire <= 1;
            end else begin
                pulseCounter <= 0;
                boolWire <= 0;
            end
        end
    end
    always @(posedge signal)begin
            sigOn <= boolWire ? sigOn + 1: 1;
    end
    always @(negedge clk) begin
        if(pulseCounter == WAVE_WINDOW-1)
            micFrequency <= sigOn;  
    end
endmodule
==> design/flow/config.mk <==
export PLATFORM = sky130hd
export DESIGN_NAME = MicFreq
export DESIGN_NICKNAME = MicFreq
export VERILOG_FILES = /design/flow/design.v
export SDC_FILE = /design/flow/constraint.sdc
export NUM_CORES = 4
export LEC_CHECK = 1
export CORE_UTILIZATION = 40
==> run summary <==
Flow results are below.

- Detailed placement ended at an HPWL of 3460 um.
- As logged by OpenROAD, the buffers inserted on ports number 17.
- The static leakage power is 1.237 nW, for reference.
- The combined buffer and inverter count along the critical path is 1, for reference.
- The count of yosys warnings during synthesis is 1, for reference.
- Wires add up to 4979 um.
- The count of buffers added by post-CTS timing repair for setup is 0, for reference.
- The critical path endpoint has a required time of 3440 ps.
- The share of synthesized area in the top cell type comes to 0.2626.
- After layout, the design draws a total of 1.172 mW.
- The core utilization at floorplan is 0.4255, for reference.
- On the final layout, the worst hold slack is 443.2 ps.
- The routed via count divided by cell count is 5.414, for reference.
- The final max-slew violation count recorded for this run is 0.
- The fraction of the mapped netlist area in simple logic gates is 0.2291, for reference.
- Setup repair after global routing left no endpoint under its margin.
- The analysis reports a worst IR drop on VDD of 0.1943 mV.
- The arrival time at the worst endpoint is 3270 ps, for reference.
- The final report gives the core utilization as 0.5090.
- The placement-stage worst setup slack is 230.4 ps, for reference.
- The total routing resource utilization after global routing is 0.1547, for reference.
- The switching power summed over all nets is 0.2563 mW, for reference.
- Yosys stat counts 258 cells in the synthesized netlist.
- The wire length of the first global-routing pass is 8652 um, for reference.
- The post-synth register bit count is 61.
- The post-cts hold buffer count is 0, for reference.
- Endpoints with negative setup slack in the final report add up to 0.
- Post-synth the commonest register cell is dfrtp_1.
- The clock group share of total power is 0.459, for reference.
- After floorplanning, the core was sized to cover 6495 um^2.
- The number of global-route vias before repair came to 1863.
- The mux contribution to synthesized area is 0, for reference.
- Entering global routing, the biggest net connects 30 pins.
- The and-or/or-and share of the synthesized area is 0.1068, for reference.
- Per the synthesis report, the adder-cell share of the synthesized area is 0.009054.
- The setup slack of the critical path after layout is 166.1 ps, for reference.
- The CTS tree is done, for reference.
- The number of antenna violations at the first check in global routing is 0.
- The worst relative slew slack is 0.5322, for reference.
- Of the cells placed in the final design, the portion with a size suffix greater than 1 is 0.09428.
- The first routing iteration left 85 violations.
- Among the non-sequential cells, simple AND/OR/NAND/NOR gates take the most area.
- The final design area excluding fillers is 3306 um^2, for reference.
- The biggest area contributor in the post-synthesis netlist is dfrtp_1.
- The area growth from synthesis to layout is 19.60%, for reference.
- After synthesis, the cell types taking the most area are dfrtp_1 (26%), edfxtp_1 (17%), dfxtp_1 (12%).
- The antenna diode count is 0, for reference.
- In this run the worst hold path is classified as reg2reg.
- The critical path goes through clkdlybuf4s50_1.
- The async set-reset flop share out of synthesis is 0.4754, for reference.
- For this block, the via count after detailed routing is 2025.
- The tool flagged a number of max-cap violations equal to 0.
- Internal power comes to 0.9162 mW.
- Summing every instance area after synthesis gives 2764 um^2.
- The area fraction in xor and xnor cells is 0.06971, for reference.
- The sum of negative setup slack is 0 ps, for reference.
- The area taken by sequential standard cells is reported as 1526 um^2.
- After detailed placement, the total cell area comes to 3065 um^2.
- The timing report gives the biggest stage delay along the critical path as 460 ps.
- Of the total power, the share spent switching nets is 0.2186.
- The transition time recorded at the tightest slew-check pin is 701.8 ps.
- The worst setup path is launched from a flop.
- The weighted congestion reported at the end of routability-driven placement is 0.8219, for reference.
- Once detail routing completed, the nets flagged for antenna violations numbered 0.
- The die outline width is 85.13 um, for reference.
- The average wire per standard cell is 13.31 um, for reference.
- The worst clock skew on the final layout is 62.97 ps, for reference.
- The report lists the power per cell area as 354.7 nW/um^2.
- The biggest fanout along the worst timing path is 1, for reference.
- The vertical die dimension is 85.13 um, for reference.
- The number of enable flip-flop cells is 16, for reference.
- For this run, the number of standard cells in the final layout without fillers is 374.
- In the final layout, the multi-input gates occupy 1185 um^2.
- The tool warning count for the run is 42.
- The worst setup path is captured at an output pin.
- The overall overflow remaining after global route is 0, for reference.
- The share of the Yosys chip area taken by registers is 0.5523.
- The slowest library cell on the worst path is clkdlybuf4s50_1, for reference.
- For this run, design rule violations remaining after detail routing come to 0.
- The number of iterations in the first detailed-routing pass is 4, for reference.
- The post-synthesis average cell area is 10.71 um^2, for reference.
- The quantity of gates resized following cts is 0, for reference.
- The chip area line in the Yosys stat output reads 2764 um^2.
- Including well taps, the total number of placed cells is 347.
- The kind of cell adding the most delay to the critical path is buffers and inverters, for reference.
- Clock tree synthesis found a total of 61 sinks.
- The flow ran to the end, and the final reports show no timing, DRC or antenna violations.
- After technology mapping, the gate count stands at 258.
- After floorplanning, the die was sized to cover 7246 um^2.
- Per the final timing report, the hold violations number 0.
- According to the floorplan log, the row count is 29.
- The share of total power in combinational logic is 0.023, for reference.
- The power report attributes to the sequential group a share of 0.517.
- By startpoint and endpoint, the worst setup path is classified as reg2out.
- The number of fill cells is 568, for reference.
- In the CTS report, the clock slew at the register clock pins of the worst setup and hold paths is listed as 60 ps.
- 19 I/O pins were placed.
- The number of unique standard cell types used by synthesis is 39, for reference.
layout by cell type (no fill, tap or decap), types with 2 or more instances in the layout:
| cell | instances |
|---|---|
| dfrtp_1 | 29 |
| inv_1 | 25 |
| nand2_1 | 19 |
| nand3_1 | 17 |
| clkdlybuf4s50_1 | 17 |
| edfxtp_1 | 16 |
| dfxtp_1 | 16 |
| nor3_1 | 15 |
| nor2_1 | 11 |
| xnor2_1 | 11 |
| xor2_1 | 11 |
| a211oi_1 | 10 |
| o21ai_0 | 9 |
| or3_1 | 9 |
| clkbuf_8 | 9 |
| or4_1 | 8 |
| o31ai_1 | 8 |
| a21oi_1 | 7 |
| nand4_1 | 7 |
| and4_1 | 6 |
| and3_1 | 4 |
| buf_4 | 4 |
| and2_1 | 3 |
| a211oi_2 | 3 |
| nand3_2 | 2 |
| or4_4 | 2 |
| nor3b_1 | 2 |
| ha_1 | 2 |
power by group through the flow:
stage / registers (mW) / clock network [mW] / logic [mW]
final: 0.607 / 0.539 / 0.0271
after global routing: 0.608 / 0.588 / 0.0316
after CTS: 0.607 / 0.554 / 0.0281
cells in the mapped netlist, types with 3 or more instances:
cell	n
a211oi_1	10
a211oi_2	3
a21oi_1	7
and2_1	3
and3_1	4
and4_1	6
clkbuf_1	7
dfrtp_1	29
dfxtp_1	16
edfxtp_1	16
inv_1	10
nand2_1	19
nand3_1	17
nand4_1	7
nor2_1	11
nor3_1	15
o21ai_0	9
o31ai_1	8
or3_1	9
or4_1	8
xnor2_1	11
xor2_1	11
metal layers:
metal | part of all wire | wire length, um | track usage
met4 | 0.016 | 80 | 0.02157
met3 | 0.040 | 200 | 0.03356
met5 | 0 | 0 | 0
met1 | 0.48 | 2409 | 0.2322
met2 | 0.46 | 2288 | 0.2485
cell families (layout without fill, tap and decap cells):
logic type	Yosys count	count (layout)
AND-OR/OR-AND	41	41
adder cells (fa/ha/maj)	2	2
flip-flops	61	61
buffers and inverters	20	59
XOR/XNOR	22	22
AND/OR/NAND/NOR	111	111
other	1	1
state kept, by name, summed over array words and instances, names as in the netlist:
register,count
pulseCounter,28
micFrequency,16
sigOn,16
boolWire,1
worst paths after layout:
| path | startpoint | end | slack, ps | depth (start not counted) |
|---|---|---|---|---|
| min reg2reg | sigOn[0] | sigOn[0] | 440 | 1 |
| min in group clk0 | pulseCounter[27] | pulseCounter[8] | 490 | 1 |
| max reg2reg | pulseCounter[17] | micFrequency[0] | 270 | 4 |
| min in group asynchronous | reset | pulseCounter[24] | 930 | 3 |
| max | micFrequency[13] | micFrequency[13] | 170 | 1 |
| max in group asynchronous | reset | pulseCounter[16] | 3100 | 3 |
| min | sigOn[0] | sigOn[0] | 440 | 1 |
| max in group clk1 | sigOn[5] | sigOn[13] | 2430 | 4 |
cell type report:
type / count / area share
clock inverters: 18 / 0.02877
well taps: 77 / 0.02914
multi-input cells: 177 / 0.3584
inverters: 9 / 0.01022
flip-flops and latches: 61 / 0.4618
repair buffers: 22 / 0.06662
clock buffers: 10 / 0.04504
No activity file was given, so power comes from the tool's default toggle rates.
